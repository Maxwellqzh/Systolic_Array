<file path="flow/constraint.sdc">
current_design PE_array_os

set clk_period 12.2
set clk_io_pct 0.2

create_clock -name clk0 -period $clk_period [get_ports {clk}]

set non_clock_inputs [all_inputs -no_clocks]
set_input_delay [expr $clk_period * $clk_io_pct] -clock clk0 $non_clock_inputs
set_output_delay [expr $clk_period * $clk_io_pct] -clock clk0 [all_outputs]
</file>
<file path="flow/design.v">
`timescale 1ns / 1ps
module PE_array_os#(
    parameter ROW_len    = 3, 
    parameter COL_len    = 3,
    parameter DW   = 8,    
    parameter ACCW = 16    
)(
    input clk,
    input rst_n,
    input compute_en,
    input read_en_in,
    input  signed [ROW_len*DW-1:0] a_bus,
    input  signed [COL_len*DW-1:0] b_bus,
    output reg signed [COL_len*ACCW-1:0] c_bus
);
    wire signed [DW-1:0]   a_curr [0:ROW_len-1][0:COL_len-1];
    wire signed [DW-1:0]   b_curr [0:ROW_len-1][0:COL_len-1];
    wire signed [DW-1:0]   a_last [0:ROW_len-1][0:COL_len-1];
    wire signed [DW-1:0]   b_last [0:ROW_len-1][0:COL_len-1];
    wire signed [ACCW-1:0] c_sig  [0:ROW_len-1][0:COL_len-1];
    genvar i, j;
    generate
        for (i = 0; i < ROW_len; i = i + 1) begin: ROW_GEN
            for (j = 0; j < COL_len; j = j + 1) begin: COL_GEN
                if (j == 0)
                    assign a_curr[i][j] = a_bus[(i+1)*DW-1 -: DW];
                else
                    assign a_curr[i][j] = a_last[i][j-1];
                if (i == 0)
                    assign b_curr[i][j] = b_bus[(j+1)*DW-1 -: DW];
                else
                    assign b_curr[i][j] = b_last[i-1][j];
                PE_core_os u_PE_core_os (
                    .clk     (clk),
                    .rst_n   (rst_n),
                    .compute_en(compute_en),
                    .a_curr  (a_curr[i][j]),
                    .b_curr  (b_curr[i][j]),
                    .a_last  (a_last[i][j]),
                    .b_last  (b_last[i][j]),
                    .data_out(c_sig[i][j])
                );
            end
        end
    endgenerate
    reg [7:0] row_ptr;
    integer k;
    always @(posedge clk or negedge rst_n) begin
        if(!rst_n) begin
            row_ptr <= ROW_len-1;   
            c_bus <= 0;
        end
        else if(!read_en_in) begin
            row_ptr <= ROW_len-1;
            c_bus <= 0;
        end
        else begin
            for(k = 0; k < COL_len; k = k + 1) begin
                c_bus[(k+1)*ACCW-1 -: ACCW] <= c_sig[row_ptr][k];
            end
            if(row_ptr > 0)
                row_ptr <= row_ptr - 1;
            else
                row_ptr <= ROW_len-1;    
        end
    end
endmodule
`timescale 1ns / 1ps
module PE_Core #(
    parameter DATA_WIDTH = 8
)(
    input clk,
    input rst_n,
    input data_flow,             
    input load,                  
    input drain,                 
    input signed [DATA_WIDTH-1:0] left,      
    input signed [2*DATA_WIDTH-1:0] up,  
    output reg signed [DATA_WIDTH-1:0] right,     
    output reg signed [2*DATA_WIDTH-1:0] down
);
    reg signed [DATA_WIDTH-1:0] weight_reg; 
    reg signed [2*DATA_WIDTH-1:0] ps_reg;   
    reg drain_1d;
    wire drain_neg;
    wire signed [2*DATA_WIDTH-1:0] temp_result;
    wire signed [DATA_WIDTH-1:0] mult_input_b;
    assign mult_input_b = (data_flow) ? weight_reg : up[DATA_WIDTH-1:0];
    multiplier u_multiplier(
        .clk(clk),
        .CE(1'b1),
        .SCLR(!rst_n),
        .A(left),
        .B(mult_input_b),  
        .P(temp_result)
    );
    always@(posedge clk or negedge rst_n) begin
        if (!rst_n) begin
            drain_1d <= 0;
        end else begin
            drain_1d <= drain;
        end
    end
    assign drain_neg = drain_1d && !drain;
    always @(posedge clk or negedge rst_n) begin
        if (!rst_n) begin
            right      <= 0;
            down       <= 0;
            weight_reg <= 0;
            ps_reg     <= 0;
        end else begin
            right <= left;
            if (data_flow) begin
                if (load) begin
                    weight_reg <= up[DATA_WIDTH-1:0];
                    down       <= up;
                end else begin
                    down <= up + temp_result;
                end
            end else begin
                down <= up; 
                if (drain || drain_1d) begin
                    if(drain_1d)
                        down <= up; 
                    else
                        down <= ps_reg; 
                    if(drain_neg)      
                        ps_reg <= 0;
                    else
                        ps_reg <= ps_reg;
                end else begin
                    ps_reg <= ps_reg + temp_result;
                end
            end
        end
    end
endmodule
module multiplier
#(parameter DATA_WIDTH = 8)
(
    input clk,CE,SCLR,
    input signed [DATA_WIDTH-1:0] A,
    input signed [DATA_WIDTH-1:0] B,
    input signed [2*DATA_WIDTH-1:0] C,
    output reg   [2*DATA_WIDTH-1:0] P
);
    always@(posedge clk or posedge SCLR)
        begin
            if(SCLR)
                P<=0;
            else
            if(CE)
                P<=A*B;
            else
                P<=P;
        end
endmodule
`timescale 1ns / 1ps
module PE_core_os(
    input clk,rst_n,
    input compute_en,
    input signed [7:0] a_curr,
    input signed [7:0] b_curr,
    output reg signed [7:0] a_last,
    output reg signed [7:0] b_last,
    output reg signed [15:0] data_out
    );
    wire signed [15:0] data_tmp;
    wire rst;
    assign rst = !rst_n;
    always@(posedge clk or negedge rst_n)
        begin
            if(!rst_n)begin
                    a_last <= 0;
                    b_last <= 0;
            end
            else if (compute_en) begin
                a_last <= a_curr;
                b_last <= b_curr;
            end
            else begin
                a_last <= 0;
                b_last <= 0;
            end
        end
    always@(posedge clk or negedge rst_n)
        begin
            if(!rst_n) data_out <= 0;
            else if (compute_en) data_out <= data_out+data_tmp;   
            else data_out <= 0;   
        end
    multiplier u_multiplier(
        .clk(clk),
        .CE(1),
        .SCLR(rst),
        .A(a_curr),
        .B(b_curr),
        .P (data_tmp)
    );
endmodule
</file>
<file path="flow/run.sh">
#!/bin/bash
# OpenROAD 26Q1-2900-gdf79404cd8, Yosys 0.63+post, stock flow scripts
make -C /OpenROAD-flow-scripts/flow DESIGN_CONFIG=/design/flow/config.mk WORK_HOME=/design/flow/orfs finish
</file>
<file path="flow/config.mk">
export PLATFORM = sky130hd
export DESIGN_NAME = PE_array_os
export DESIGN_NICKNAME = PE_array_os
export VERILOG_FILES = /design/flow/design.v
export SDC_FILE = /design/flow/constraint.sdc
export NUM_CORES = 4
export LEC_CHECK = 1
export CORE_UTILIZATION = 40
</file>
==> summary.rpt <==
IMPLEMENTATION SUMMARY REPORT
----------------------------------------------------
[Outcome]
  Status ........................ finished clean

[STA]
  Slew at the pin closest to its max-slew limit ........................ about 0.90 ns
  Final slew viol count ........................ 0
  Setup TNS Final ........................ 0 ns
  Smallest hold slack ........................ ~0.55 ns
  Post-layout minimum cycle time ........................ 6.64 ns
  Top achievable clock speed ........................ 150 MHz
  Number of endpoints with negative hold slack in the final report ........................ 0
  RSZ-0062 raised after global routing ........................ false
  Remaining max-slew budget at the tightest pin ........................ approximately 40%
  Maximum clock skew at final layout ........................ ~0.036 ns
  Final count of negative-setup-slack endpoints ........................ 0
  Final worst-path cycle share ........................ 54.5%

[CTS]
  Post-cts hold buffer count ........................ 0
  CTS-repair resized insts ........................ 0
  Post CTS Setup Buffer Count ........................ 0
  Number of clock sinks ........................ between 400 and 500
  Total CTS buffers ........................ about 55
  Clock tree from TritonCTS ........................ yes
  Clock Pin Slew Worst Setup and Hold Paths ........................ ~0.070 ns
  Clock latency reported for the late side of the worst-skew pair ........................ roughly 0.66 ns
  CTS Buffer Depth ........................ 3
  Depth of the CTS H-tree ........................ 2
  Clk Tree Root Cell ........................ sky130_fd_sc_hd__clkbuf_16

[Placed design]
  Number of buffers added on ports ........................ ~99
  Final HPWL from detailed placement ........................ roughly 90,000 µm
  Final RePlAce weighted congestion ........................ 1.01

[Floorplan]
  Overall chip area ........................ roughly 110,000 µm²
  Total number of placement rows ........................ 121
  Pre-Place Util ........................ 40.5%
  Std-Cell Core Area ........................ 109,000 µm²
  Vertical die dimension ........................ between 300 and 400 µm
  Horizontal extent of the die ........................ ~330 µm
  Count of pins on the block boundary ........................ around 100

[Power]
  Reg power frac ........................ roughly a quarter
  Power Internal ........................ a little under 5 mW
  Switching Fraction ........................ 47.0%
  Portion of total power attributed to combinational logic ........................ 56.1%
  Leakage ........................ between 20 and 25 nW
  Switching component of the power ........................ 4.36 mW
  Pwr/cell area ........................ 190 nW/µm²
  Clock share of power ........................ 18.6%
  Largest voltage drop on the vdd net ........................ about 0.00026 V

[Synth]
  Synth Flop Type ........................ sky130_fd_sc_hd__dfrtp_1
  Library cell with the largest summed area after synthesis ........................ sky130_fd_sc_hd__dfrtp_1
  # Cells Yosys ........................ 4,553
  Yosys warning count ........................ 4
  FFs w/ async S/R, synth ........................ 100%
  Flop and latch count out of synthesis ........................ 440
  Number of library cell types mapped by synthesis ........................ just under 80
  Synth Seq Share ........................ 24.9%
  Mapped Area ........................ 44,200 µm²
  Cell types with the largest area share after synthesis ........................ sky130_fd_sc_hd__dfrtp_1, sky130_fd_sc_hd__fa_1, sky130_fd_sc_hd__ha_1
  Yosys synthesis chip area ........................ 44,200 µm²
  Fraction of post-synthesis cell area in the top cell type by area ........................ between 20 and 25%
  Flip-flops with a built-in enable ........................ 0
  Cells after synthesis ........................ ~4,600
  Avg Synthesized Cell Area ........................ a little under 10 µm²

[Min path]
  Hold Crit Start ........................ row_ptr[7]$_DFF_PN0_
  Endpoint, Worst Hold ........................ row_ptr[7]$_DFF_PN0_
  Hold Crit Class ........................ reg2reg
  Number of cells on the worst hold path ........................ 2

[Global routing]
  Maximum number of pins on one net before global-route repair ........................ ~130
  Sum of overflow across all layers after global routing ........................ 0
  Most heavily used metal layer in global routing ........................ met1
  Number of antenna violations at the first check in global routing ........................ 8
  GR Util met2 ........................ between 30% and 40%
  GR Util met3 ........................ ~5.9%
  Number of global-route vias before repair ........................ 32,682
  Aggregate global-route resource usage ........................ between 20% and 30%
  Met1 layer usage reported by global route ........................ 34.7%
  Global-route wire length before repair ........................ around 190,000 µm

[Critical path]
  Crit path cell chain ........................ clkdlybuf4s50_1 > and2_1 > ha_1 > fa_1 > ha_1 > inv_1 > fa_1 > inv_1 > ha_1 > fa_1 > a21o_1 > a21oi_1 > o21ai_0 > o41ai_2 > or4b_2 > o211ai_1
  Signal arrival time at the worst endpoint ........................ 7.22 ns
  Critical path class ........................ in2reg
  Type of element capturing the critical path ........................ register
  Critical path launch point type ........................ input pin
  Worst reg2reg setup slack ........................ approximately 7.3 ns
  Critical path fanouts, max ........................ 9
  Worst Reg2Reg Path Length in Cells ........................ 16
  Slowest cell on the critical path ........................ sky130_fd_sc_hd__or4b_2
  Worst Path Buf+Inv ........................ 3
  Required time worst endpoint ........................ approximately 13 ns
  Crit path largest cell delay ........................ ~0.62 ns
  Beginning of the worst register-to-register path ........................ ROW_GEN[1].COL_GEN[0].u_PE_core_os.a_last[5]$_DFF_PN0_
  Critical path's top delay family ........................ adder cells

[Cells and area]
  Area growth from synthesis to final layout ........................ 10.7%
  Dominant logic cell type in the layout ........................ sky130_fd_sc_hd__inv_1
  Layout cell share with drive strength beyond 1 ........................ under 10%
  Dominant logic cell types in the final layout ........................ sky130_fd_sc_hd__inv_1, sky130_fd_sc_hd__and2_1, sky130_fd_sc_hd__fa_1, sky130_fd_sc_hd__dfrtp_1, sky130_fd_sc_hd__ha_1

[Detailed routing]
  Drt via density ........................ around 5.2
  Post-route DRC ........................ 0
  Via count of the routed design ........................ roughly 32,000
  DRT Wirelength ........................ about 120,000 µm
  Antenna-violating nets left ........................ 0
  Detailed Route Iter0 Violations ........................ 2,459
  WL/cell ........................ 19.0 µm
  Number of iterations in the first detailed-routing pass ........................ 6

[Job]
  Max-capacitance violation count ........................ 0
  Tool warning count ........................ 39

----------------------------------------------------
[layer usage]
metal	wire length, µm	part of all wire (%)
met1	51400	44
met2	52400	45
met3	9370	8.0
met4	3880	3.3
met5	13	0.011
[synthesized netlist by cell type (all sizes together) (9+ instances only)]
cell type,count
a22o,23
a222oi,15
mux2i,44
nor3,45
o211ai,12
dfrtp,439
o21ai,117
and3,24
and2,510
nand3,45
clkbuf,70
a21o,64
nor2b,65
nor4,10
a211oi,51
nor3b,9
mux2,26
ha,407
o21a,35
a21oi,152
xnor2,182
inv,763
xor2,60
a31oi,40
fa,505
or3,26
a221oi,53
nor2,226
o31ai,11
o22ai,16
nand2,267
nand4,17
buf,17
nand2b,30
a311oi,17
a22oi,37
o21bai,21
[layout make-up]
type	count	area, µm²
multi-input cells	3260	30000
repair buffers	133	1270
fillers	10193	60200
clock inverters	28	374
inverters	766	2880
flip-flops and latches	440	11000
well taps	1476	1850
clock buffers	73	1560
diodes	1	2.50
[cells by family after synthesis]
logic type               Yosys count  share of synthesized area (%)
AND-OR/OR-AND                    730                           11.3
XOR/XNOR                         243                           4.88
adder cells (fa/ha/maj)          912                           34.4
buffers and inverters            853                           7.29
flip-flops                       440                           24.9
multiplexers                      70                           1.66
AND/OR/NAND/NOR                 1305                           15.6
[per-stage QoR]
stage                     instance area, µm²  std cells  total power, mW  utilization, %  setup slack (ns)
final                                  48900       6177             9.28            44.8              5.56
after global routing                   48900       6176             9.93            44.8              5.29
after CTS                              48900       6176             9.24            44.8              5.58
after detailed placement               47000       6075             7.43            43.1              4.89
after global placement                 47000       6075             7.43            43.1              4.92
after floorplan                        44200       4553             5.75               -              5.71
[power by group through the flow]
| stage | combinational [mW] | sequential (mW) | clock [mW] |
|---|---|---|---|
| 6_report | 5.21 | 2.34 | 1.73 |
| 4_1_cts | 5.12 | 2.33 | 1.78 |
| 5_1_grt | 5.73 | 2.36 | 1.84 |
[worst register-to-register path: cells and delay by family (launching register included)]
| family | cells | cell delay, ns |
|---|---|---|
| fa+ha+maj | 5 | 2.32 |
| compound gates | 4 | 0.77 |
| simple gates | 2 | 0.69 |
| flops | 1 | 0.59 |
| xor+xnor | 1 | 0.24 |
| buf+inv | 4 | 0.19 |
[state kept, by name, summed over array words and instances (netlist names)]
name                                         count
ROW_GEN.COL_GEN.u_PE_core_os.u_multiplier.P    144
ROW_GEN.COL_GEN.u_PE_core_os.a_last             48
row_ptr                                          8
ROW_GEN.COL_GEN.u_PE_core_os.data_out          144
c_bus                                           48
ROW_GEN.COL_GEN.u_PE_core_os.b_last             48
[worst max path at each step]
stage | startpoint | to | slack [ns] | cells past startpoint
CTS | a_bus[4] | register | 5.58 | 16
global route | a_bus[4] | register | 5.29 | 16
finish | a_bus[4] | register | 5.56 | 16
Power is estimated from default activity; no workload was simulated.
